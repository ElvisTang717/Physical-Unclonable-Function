===== run.sh =====
#!/bin/bash
# OpenROAD 26Q1-2900-gdf79404cd8, Yosys 0.63+post, stock flow scripts
make -C /OpenROAD-flow-scripts/flow DESIGN_CONFIG=/design/flow/config.mk WORK_HOME=/design/flow/orfs finish

===== config.mk =====
export PLATFORM = sky130hd
export DESIGN_NAME = display_control
export DESIGN_NICKNAME = display_control
export VERILOG_FILES = /design/flow/design.v
export SDC_FILE = /design/flow/constraint.sdc
export NUM_CORES = 4
export LEC_CHECK = 1
export CORE_UTILIZATION = 40

===== constraint.sdc =====
current_design display_control

set clk_period 7.0
set clk_io_pct 0.2

create_clock -name clk0 -period $clk_period [get_ports {clk}]

set non_clock_inputs [all_inputs -no_clocks]
set_input_delay [expr $clk_period * $clk_io_pct] -clock clk0 $non_clock_inputs
set_output_delay [expr $clk_period * $clk_io_pct] -clock clk0 [all_outputs]

===== design.v =====
`timescale 1ns / 1ps
module display_control(
    input clk,
    input [3:0] control,
    input [7:0] normal,
    input [127:0] hash_out,
    output reg [15:0] display_out
    );
    always @(posedge clk)
        begin
            if(control == 0)
            display_out = normal;
            else if(control > 8)
            display_out = 0;
            else
            begin
            if(control == 4'b0001)
            display_out = hash_out[15:0];
            else if(control == 4'b0010)
            display_out = hash_out[31:16];
            else if(control == 4'b0011)
            display_out = hash_out[47:32];
            else if(control == 4'b0100)
            display_out = hash_out[63:48];
            else if(control == 4'b0101)
            display_out = hash_out[79:64];
            else if(control == 4'b0110)
            display_out = hash_out[95:80];
            else if(control == 4'b0111)
            display_out = hash_out[111:96];
            else if(control == 4'b1000)
            display_out = hash_out[127:112];
            end
        end
endmodule

==> flow_metrics.py <==
# Generated from Yosys and OpenROAD reports
metrics = {
    "outcome": {
        "outcome": "complete, no violations",
    },
    "flow_run": {
        "warnings": 26,
        "cap_violations": 0,
    },
    "placement": {
        "place_area_um2": 3580,
        "dpl.hpwl_mm": 5.84,
        "pre_cts_slack_ps": 3260,
        "portBuffers": 156,
        "gp_congestion": 0.924,
    },
    "finish": {
        "fin_area_um2": 3630,
        "syn_to_final_growth_pct": 79.8,
        "finish.utilization": 0.759,
        "largest_reg_flops": 16,
        "most-common-layout-cells": "clkdlybuf4s50_1 (154), a21oi_1 (40), nand2_1 (30), o21ai_0 (15), o221ai_1 (13)",
        "layout_top_cell": "clkdlybuf4s50_1",
        "drive_above_1_share": 0.0760,
    },
    "pwr": {
        "p_int_w": 0.000279,
        "swShare": 0.265,
        "power_w": 0.000380,
        "p_switching_w": 0.000101,
        "power_frac_comb": 0.483,
        "cellPowerDensity_nw_per_um2": 105,
        "peakVddDrop_v": 0.0000852,
        "leakage_nw": 1.37,
        "pwr-share-clk": 0.218,
        "seqPwrFrac": 0.299,
    },
    "logic_synthesis": {
        "yosysCellCount": 261,
        "syn-mean-instance-area_um2": 7.74,
        "yosysTopAreaCellShare": 0.119,
        "ys_seq_frac": 0.198,
        "synth_cells": 261,
        "ys_area_um2": 2020,
        "yosys_warnings": 1,
        "topCellsByArea": "edfxtp_1 (12%), a21oi_1 (9.9%), dfxtp_1 (7.9%)",
        "syn-cell-area_um2": 2020,
        "largest_area_cell": "edfxtp_1",
        "ys_types": 40,
        "ys_ff": 16,
    },
    "global_route": {
        "grt_pass1_wl_mm": 11.6,
        "grt_overflow": 0,
        "grt_use_total": 0.292,
        "grt_antenna_before_repair": 0,
        "grt_pass1_vias": 2388,
        "grt_max_degree": 66,
    },
    "clock_tree": {
        "htreeDepth": 1,
        "cts_setup_buffers": 0,
        "cts_sinks": 16,
        "cts_tree": "built",
        "cts-hold-fix-buffers": 0,
        "ctsResizeCount": 0,
        "root_buffer": "clkbuf_8",
        "clock_path_buffers": 2,
        "path_clk_slew_ps": 70,
        "cts_buffers": 3,
    },
    "detailed_routing": {
        "viasPerCell": 5.44,
        "antenna_cells": 0,
        "drcViolationCount": 0,
        "dr.first_iter.drc_count": 213,
        "antenna_left": 0,
        "vias": 2582,
        "routed_wl_mm": 7.69,
        "first_pass_iters": 4,
        "wl_per_cell_um": 16.2,
    },
    "floorplan": {
        "io_pins": 157,
        "fp.dieW_um": 73.1,
        "core-area_um2": 4790,
        "row_count": 25,
        "die_h_um": 73.1,
        "initCoreUtil": 0.422,
        "die_area_um2": 5340,
    },
    "setup_path": {
        "critPathCaptureType": "flop",
        "startpoint_type": "input pin",
        "crit_arrival_ps": 3600,
        "crit_type": "in -> reg",
        "crit_required_ps": 7100,
        "crit_fanout": 46,
    },
    "timing": {
        "fmax_mhz": 286,
        "slew_headroom": 0.425,
        "setup_slack_ps": 3510,
        "rsz0062_at_grt": "false",
        "finalSetupViolCount": 0,
        "hold_viol": 0,
        "drv_slew": 0,
        "layout_min_cycle_time_ps": 3490,
        "final.setup.tns_ps": 0,
        "fin_crit_sh": 0.499,
        "tightestPinTransition_ps": 858,
    },
    "min_path": {
        "hold_class": "in -> reg",
        "holdPathStages": 3,
    },
}
-- logic make-up (layout without fill, tap and decap cells) --
logic type | after synthesis | in the layout | share of synthesized area
compound gates | 108 | 108 | 0.337
simple gates | 78 | 78 | 0.227
buf+inv | 36 | 176 | 0.0923
mux | 22 | 22 | 0.143
flops | 16 | 16 | 0.198
other cells | 1 | 8 | 0.00186
-- through the flow --
| stage | cells | hold slack [ps] |
|---|---|---|
| global placement | 471 | 2070 |
| finish | 475 | 1850 |
| CTS | 475 | 1840 |
| global route | 475 | 1860 |
| detailed placement | 471 | 2070 |
| floorplan | 268 | 1620 |
-- area by class of cell --
cell class,instances,area [um^2]
Timing Repair Buffer,162,1600
Multi-Input combinational cell,216,1460
Fill cell,351,1150
Sequential cell,16,400
Tap cell,67,83.8
Clock buffer,4,55.1
Inverter,10,37.5
-- power by group through the flow --
stage / clock network, W / registers [W] / logic [W]
6_report: 0.0000830 / 0.000113 / 0.000183
4_1_cts: 0.0000837 / 0.000113 / 0.000184
5_1_grt: 0.0000873 / 0.000114 / 0.000199
-- critical path, cell delays in order --
cell	delay (ps)
clkdlybuf4s50_1	450
buf_4	370
nor3b_2	780
a211oi_1	170
o221a_2	280
o21ai_1	120
-- cell usage after synthesis, drive strengths merged --
master and number:
a21oi 40, nor4bb 6, nand3b 5, inv 10, a211o 5, nand2b 7, and3b 2, o21ai 23
o22ai 2, a31oi 2, conb 1, edfxtp 8, o221ai 13, mux4 5, or2 4, buf 21
nor3 2, o21bai 1, and4b 3, o211ai 9, a21o 1, mux2i 12, or4b 1, clkbuf 5
o221a 3, mux2 5, dfxtp 8, nor3b 2, nor2b 5, nand2 30, a211oi 9, or3b 1
nor2 10
-- path summary, 6_finish.rpt --
check / startpoint / endpoint / slack [ps]
setup / recovery: control[2] / display_out[6]$_DFFE_PP_ / 3510
hold / removal: hash_out[40] / display_out[8]$_SDFFE_PP0P_ / 1850
-- routing by layer --
layer / vias to the layer above / wire [um] / GRT usage / part of all wire
met5: - / 0 / 0 / 0
met3: 6 / 679 / 0.0812 / 0.088
met1: 1183 / 3300 / 0.431 / 0.43
li1: 1276 / - / - / -
met4: 0 / 87 / 0.0392 / 0.011
met2: 117 / 3620 / 0.449 / 0.47
Power is estimated from default activity; no workload was simulated.
