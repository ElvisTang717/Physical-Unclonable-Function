===== design/flow/run.sh =====
#!/bin/bash
# OpenROAD 26Q1-2900-gdf79404cd8, Yosys 0.63+post, stock flow scripts
make -C /OpenROAD-flow-scripts/flow DESIGN_CONFIG=/design/flow/config.mk WORK_HOME=/design/flow/orfs finish

===== design/flow/config.mk =====
export PLATFORM = sky130hd
export DESIGN_NAME = RO_counter
export DESIGN_NICKNAME = RO_counter
export VERILOG_FILES = /design/flow/design.v
export SDC_FILE = /design/flow/constraint.sdc
export NUM_CORES = 4
export LEC_CHECK = 1
export CORE_AREA = 10 10 97 97
export DIE_AREA = 0 0 107 107

===== design/flow/constraint.sdc =====
current_design RO_counter

set clk_period 4.6
set clk_io_pct 0.2

create_clock -name clk0 -period $clk_period [get_ports {mux_in}]

set non_clock_inputs [all_inputs -no_clocks]
set_input_delay [expr $clk_period * $clk_io_pct] -clock clk0 $non_clock_inputs
set_output_delay [expr $clk_period * $clk_io_pct] -clock clk0 [all_outputs]

===== design/flow/design.v =====
`timescale 1ns / 1ps
module RO_counter(
    input mux_in,
    input en,
    input clr,
    output reg done,
    output logic [31:0] cnt = 0        
    );
    always_ff @(posedge mux_in)
    begin
        if (clr == 1'b1) 
        begin
            cnt = 0;   
        end
        else if(en == 1'b1)
        begin
            cnt += 1;
            done = 0;
        end
        else if(en == 1'b0)
        begin
            done = 1;
        end
    end
endmodule

==> COMMIT_EDITMSG <==
Store results of the implementation flow

* Outcome: completed
* CTS tree: yes
- The transition time recorded at the tightest slew-check pin is 0.615 ns.
- Place WS: 1.75 ns
- Biggest area consumer among synthesized cells: sky130_fd_sc_hd__dfxtp_1
- In this run, the number of DRC markers left after iteration 0 of detailed routing was 68.
- Summed over all layers, the routed wires come to 4.25 mm.
- The routed design shows a via density per instance of 4.62.
* Total power density per cell area: 250 mW/mm^2
* Root buf cell: sky130_fd_sc_hd__clkbuf_8
- Counting cells, the worst reg-to-reg path comes to 4.
- Startpoint kind of the worst setup timing path: primary input
* Required time of the critical path: 4.80 ns
* Worst R2R Setup Slack: 2.58 ns
- Launching point of the worst reg2reg path: cnt[3]$_SDFFE_PP0P_
- Setup repair after global routing left no endpoint under its margin.
- Worst hold path startpoint: cnt[31]$_SDFFE_PP0P_
- Crit path DAT: 2.78 ns
- Worst Hold End: cnt[31]$_SDFFE_PP0P_
* Final setup viols: 0
- Drt drc: 0
- Derived from the worst setup path, the maximum achievable clock frequency is 386 MHz.
- By startpoint and endpoint, the worst setup path is classified as primary input to flip-flop.
* Placer Congestion: 0.811
- The initial antenna violation count is 0.
- The final timing report derives a shortest allowable period of 2.59 ns.
- Capturing point of the worst reg2reg path: cnt[28]$_SDFFE_PP0P_
- # Cells Yosys: 184
- Slew Limit Fails: 0
* Hold-fix buffers at CTS: 0
- The area fraction of the largest cell type after synthesis is 39.9%.
- Area of the core: 0.00729 sq mm
- Clock tree synthesis inserted a total of 5 buffers.
* Tightest slew margin relative to the limit: 58.9%
* Share of cells above drive strength 1: 5.58%
- The clock tree synthesis step divided the H-tree into 2 levels.
* Synthesized netlist cell count: 184
- In this run the horizontal extent of the chip is 107 microns.
* Total number of yosys warnings: 1
- The number of clock sinks came to 33.
- Final Hold Viols: 0
- The count of nets left with antenna violations once routing finished came out at 0.
- Biggest area cells: sky130_fd_sc_hd__dfxtp_1 (40%), sky130_fd_sc_hd__or4_1 (6.1%), sky130_fd_sc_hd__a21oi_1 (5.6%), sky130_fd_sc_hd__o31ai_1 (5.6%), sky130_fd_sc_hd__xor2_1 (4.4%)
- 36 I/O pins were placed.
- The number of antenna diodes in the final layout is 0.
- According to the hold report, the worst path is of the flip-flop to flip-flop type.
- The cell area that synthesis handed to floorplanning was 0.00161 sq mm.
* Total routing resource utilization after global routing: 7.58%
- Num rows: 31
* #FFs+latches synth: 33
- The stage logs contain a warning count of 25.
- Reported leakage power: 0.672 nW
- Unique masters post-synth: 30
* Peak supply drop: 0.0980 mV
* Register share after synthesis: 41.7%
- Setup slack of the critical path after layout: 2.01 ns
* Number of global-route vias before repair: 1383
- Setup Total Neg Slack: 0 ns
- In this run the full chip footprint comes out at 0.0114 sq mm.
* Area figure in the yosys stat output: 0.00161 sq mm
- Clock network latency to the later pin of the worst-skew pair: 0.28 ns
* Number of fill cells: 795
- Total number of vias: 1450
- Kind of end point of the critical path: flip-flop
* Most common logic cells in the final layout: sky130_fd_sc_hd__clkdlybuf4s50_1 (35), sky130_fd_sc_hd__dfxtp_1 (32), sky130_fd_sc_hd__a21oi_1 (18)
- Total of buffers placed on input and output ports: 35
* Overflow left after global routing: 0
* Clock-pin slew on the worst setup and hold paths: 0.07 ns
- Global-route wire length before repair: 7.18 mm
- Maximum fanout along the worst path: 8
* Maximum number of pins on one net before global-route repair: 23
* Average footprint of a synthesized cell: 8.73 sq um
- Cell depth of the worst min-delay path: 2
- Clock skew on the completed layout was measured at 0.00557 ns.
* Maximum count of clock buffers along a single path: 2
* Max Cap Violations: 0
- Iteration count of the initial detailed-routing pass: 4
* Floorplan die height: 107 microns
* Ratio of final minimum period to clock period: 56.3%
* Post-CTS setup buffer count: 0
- Area growth, synth to finish: 31.3%
* Routed wire per std cell: 13.5 microns
* Floorplan-stage core utilization: 22.0%
- After legalization and detailed placement, the total HPWL measured 3.05 mm.
- Counting only logic cells after layout, the most numerous master is sky130_fd_sc_hd__clkdlybuf4s50_1.
* Gates resized, CTS repair: 0
==> layer usage <==
metal  track usage, %  share of wire [%]  up-vias
met5                0                  0        -
met4             1.06                1.0        0
met3             2.85                8.7        4
met2             11.8                 45       41
met1             10.1                 45      652
li1                 -                  -      753
==> logic make-up after synthesis <==
logic type               share of synthesized area, %
adder cells (fa/ha/maj)                         0.779
AND-OR/OR-AND                                    13.6
multiplexers                                     1.32
AND/OR/NAND/NOR                                  31.6
XOR/XNOR                                         6.00
buffers and inverters                            4.98
flip-flops                                       41.7
==> how the worst max path moves through the flow <==
stage	startpoint	end	slack [ns]	cells after the start
5_1_grt	en	cnt[20]$_SDFFE_PP0P_	1.90	5
6_report	en	cnt[20]$_SDFFE_PP0P_	2.01	5
4_1_cts	en	cnt[20]$_SDFFE_PP0P_	2.01	5
==> power by group <==
part	switching [W]	total (W)	internal [W]
Clock	0.0000970	0.000216	0.000119
Combinational	0.00000918	0.0000181	0.00000896
Sequential	0.00000349	0.000293	0.000290
Total	0.000110	0.000527	0.000417
==> cell type report <==
| type | instances | area (sq um) | area share (%) |
|---|---|---|---|
| clock buffers | 7 | 86.3 | 4.09 |
| flip-flops and latches | 33 | 671 | 31.8 |
| repair buffers | 36 | 358 | 17.0 |
| well taps | 99 | 124 | 5.87 |
| multi-input cells | 135 | 856 | 40.6 |
| inverters | 4 | 15.0 | 0.712 |
==> synth_stat cells <==
cell type,n
sky130_fd_sc_hd__and4_1,5
sky130_fd_sc_hd__xor2_1,8
sky130_fd_sc_hd__nand4_1,10
sky130_fd_sc_hd__dfxtp_1,32
sky130_fd_sc_hd__clkbuf_1,6
sky130_fd_sc_hd__and2_1,5
sky130_fd_sc_hd__and4_2,1
sky130_fd_sc_hd__inv_1,4
sky130_fd_sc_hd__and3_1,4
sky130_fd_sc_hd__o21ai_0,6
sky130_fd_sc_hd__mux2i_1,1
sky130_fd_sc_hd__nor2b_1,1
sky130_fd_sc_hd__nand4_2,1
sky130_fd_sc_hd__xnor2_1,3
sky130_fd_sc_hd__o211ai_1,1
sky130_fd_sc_hd__o31ai_1,12
sky130_fd_sc_hd__edfxtp_1,1
sky130_fd_sc_hd__and4_4,1
sky130_fd_sc_hd__buf_6,2
sky130_fd_sc_hd__buf_2,4
sky130_fd_sc_hd__or4_1,13
sky130_fd_sc_hd__nor4_1,1
sky130_fd_sc_hd__mux2_2,1
sky130_fd_sc_hd__a21oi_1,18
sky130_fd_sc_hd__nand3_1,9
sky130_fd_sc_hd__or3_1,6
sky130_fd_sc_hd__nand4_4,1
sky130_fd_sc_hd__nor2_1,13
sky130_fd_sc_hd__nand2_1,13
sky130_fd_sc_hd__ha_1,1
==> critical path, stage by stage <==
cell                              delay, ns
sky130_fd_sc_hd__clkdlybuf4s50_1       0.62
sky130_fd_sc_hd__and3_1                0.36
sky130_fd_sc_hd__nand4_2               0.21
sky130_fd_sc_hd__or4_1                 0.51
sky130_fd_sc_hd__a21oi_1               0.15
==> through the flow <==
step | hold slack, ns | cells | util (%) | area [sq um] | power, W
floorplan | 0.439 | 184 | - | 1610 | 0.000308
CTS | 0.490 | 314 | 28.9 | 2110 | 0.000539
finish | 0.485 | 314 | 28.9 | 2110 | 0.000527
global route | 0.515 | 314 | 28.9 | 2110 | 0.000551
global placement | 0.468 | 307 | 27.7 | 2020 | 0.000318
detailed placement | 0.480 | 307 | 27.7 | 2020 | 0.000318
==> flip-flops by register name, summed over array words and instances (netlist names) <==
signal,flops
cnt,32
done,1
No activity file was given, so power comes from the tool's default toggle rates.
